<file path="flow/design.v">
module picture_size (
    input                               clk                        , 
    input                               rst_n                      , 
    input              [  15:0]         ID_lcd                     , 
    output reg         [  12:0]         cmos_h_pixel               , 
    output reg         [  12:0]         cmos_v_pixel               , 
    output reg         [  12:0]         total_h_pixel              , 
    output reg         [  12:0]         total_v_pixel              , 
    output reg         [  23:0]         sdram_max_addr               
);
    parameter                           ID_4342 = 16'h4342         ; 
    parameter                           ID_7084 = 16'h7084         ; 
    parameter                           ID_7016 = 16'h7016         ; 
    parameter                           ID_1018 = 16'h1018         ; 
    parameter                           ID_4384 = 16'h4384         ; 
  always @(posedge clk or negedge rst_n) begin
    if (!rst_n) begin
        cmos_h_pixel <= 13'b0;
        cmos_v_pixel <= 13'b0;
        sdram_max_addr<=23'b0;
    end
    else begin
        case (ID_lcd)
            16'h4342 : begin
                cmos_h_pixel = 13'd480;
                cmos_v_pixel = 13'd272;
                sdram_max_addr = 23'd130560;
            end
            16'h7084 : begin
                cmos_h_pixel = 13'd800;
                cmos_v_pixel = 13'd480;
                sdram_max_addr = 23'd384000;
            end
            16'h7016 : begin
                cmos_h_pixel = 13'd1024;
                cmos_v_pixel = 13'd600;
                sdram_max_addr = 23'd614400;
            end
            16'h1018 : begin
                cmos_h_pixel = 13'd1280;
                cmos_v_pixel = 13'd800;
                sdram_max_addr = 23'd1024000;
            end
            16'h4384 : begin
                cmos_h_pixel = 13'd800;
                cmos_v_pixel = 13'd480;
                sdram_max_addr = 23'd384000;
            end
            default: begin
                cmos_h_pixel = 13'd800;
                cmos_v_pixel = 13'd480;
                sdram_max_addr = 23'd384000;
            end
        endcase
    end
  end
  always @(*) begin
    case (ID_lcd)
        ID_4342 : begin
            total_h_pixel = 13'd1800;
            total_v_pixel = 13'd1000;
        end
        ID_7084 : begin
            total_h_pixel = 13'd1800;
            total_v_pixel = 13'd1000;
        end
        ID_7016 : begin
            total_h_pixel = 13'd2200;
            total_v_pixel = 13'd1000;
        end
        ID_1018 : begin
            total_h_pixel = 13'd2570;
            total_v_pixel = 13'd980;
        end
        ID_4384 : begin
            total_h_pixel = 13'd1800;
            total_v_pixel = 13'd1000;
        end
        default : begin
            total_h_pixel = 13'd1800;
            total_v_pixel = 13'd1000;
        end
    endcase
  end
endmodule
</file>
<file path="flow/run.sh">
#!/bin/bash
# OpenROAD 26Q1-2900-gdf79404cd8, Yosys 0.63+post, stock flow scripts
make -C /OpenROAD-flow-scripts/flow DESIGN_CONFIG=/design/flow/config.mk WORK_HOME=/design/flow/orfs finish
</file>
<file path="flow/config.mk">
export PLATFORM = sky130hd
export DESIGN_NAME = picture_size
export DESIGN_NICKNAME = picture_size
export VERILOG_FILES = /design/flow/design.v
export SDC_FILE = /design/flow/constraint.sdc
export NUM_CORES = 4
export LEC_CHECK = 1
export CORE_AREA = 10 10 80 80
export DIE_AREA = 0 0 90 90
</file>
<file path="flow/constraint.sdc">
current_design picture_size

set clk_period 3.1
set clk_io_pct 0.2

create_clock -name clk0 -period $clk_period [get_ports {clk}]

set non_clock_inputs [all_inputs -no_clocks]
set_input_delay [expr $clk_period * $clk_io_pct] -clock clk0 $non_clock_inputs
set_output_delay [expr $clk_period * $clk_io_pct] -clock clk0 [all_outputs]
</file>
==> impl_metrics.py <==
# Generated from Yosys and OpenROAD reports
metrics = {
    "pwr": {
        "worst_supply_voltage_drop_on_vdd_v": 0.00009628,
        "static_leakage_uw": 0.0006745,
        "power_density_mw_per_mm2": 239.1,
        "net-switching-power_uw": 73.93,
        "clock_power_share_pct": 38.6,
        "p_sw_share_pct": 20.19,
        "power_report.internal_total_uw": 292.2,
        "power_frac_seq_pct": 46.7,
        "power.share.combinational_pct": 14.7,
    },
    "placement": {
        "detailedPlacementHpwl_um": 2303,
        "finalWeightedCongestion": 0.7606,
        "dp_cells": 224,
        "numPortBuffers": 52,
    },
    "global_route": {
        "grt_usage_pct": 5.700,
        "grt_antenna_before_repair": 0,
        "global_route.overflow_total": 0,
        "grt_max_degree": 14,
        "global_route_wire_length_before_repair_um": 3967,
        "number_of_global_route_vias_before_repair": 854,
    },
    "cts": {
        "cts_max_level": 1,
        "number_of_buffers_created_by_cts": 3,
        "ctsLongestPathBuffers": 2,
        "clock_sink_count": 13,
        "cts.reportedPaths.clkPinSlew_ns": 0.05,
        "clockRootBuffer": "sky130_fd_sc_hd__clkbuf_8",
        "tritoncts": "yes",
    },
    "logic_synthesis": {
        "syn_area_per_cell_um2": 9.071,
        "synthDistinctLibCells": 22,
        "ys_cells": 108,
        "netlist_area_um2": 979.7,
        "synthesis.yosys.warnings": 1,
        "async_reset_ff_share_pct": 100.0,
        "yosys.stat.seqShare_pct": 33.21,
        "synth_top_flop_cell": "sky130_fd_sc_hd__dfrtp_1",
        "synth_cells": 108,
        "ys_ff": 13,
        "count_of_flip_flops_with_a_built_in_enable_after_synthesis": 0,
        "yosys.stat.chipArea_um2": 979.7,
    },
    "run": {
        "openroad.warnings": 25,
        "timing.max_cap.violations": 0,
    },
    "setup_path": {
        "crit_path_end_kind": "primary output",
        "most_frequent_cp_cell": "sky130_fd_sc_hd__clkdlybuf4s50_1",
        "timing.critical_path.cells": "clkdlybuf4s50_1 > or4b_4 > o22ai_4 > and2_4 > clkdlybuf4s50_1",
        "critPathArrivalTime_ns": 2.40,
        "worst-setup-path-type": "in -> out",
        "max_stage_delay_ns": 0.53,
        "setup.worst_path.start_class": "primary input",
        "critical_path_peak_fanout": 3,
        "worst-endpoint-required_ns": 2.48,
        "critical_path_buf_inv_count": 2,
        "timing.critical_path.max_delay_family": "buffers and inverters",
        "cp_slowest_cell": "sky130_fd_sc_hd__or4b_4",
        "worstSetupStartpoint": "ID_lcd[1]",
    },
    "floorplan": {
        "core_util_floorplan_pct": 20.74,
        "total_die_area_mm2": 0.008100,
        "die_height_um": 90,
        "dieWidth_um": 90,
        "core_mm2": 0.004723,
        "pin_count": 94,
        "core.rowCount": 25,
    },
    "routing": {
        "antenna_violation_net_count_after_detailed_routing": 0,
        "drt_pass1_iterations": 3,
        "wl_per_cell_um": 10.91,
        "routed-via-count": 730,
        "antenna_cells": 0,
        "viasPerCell": 3.160,
        "remaining_drc_errors": 0,
        "drtIter0Drc": 9,
        "routed_wirelength_um": 2521,
    },
    "cells_and_area": {
        "area.sequential_um2": 325.3,
        "comb_area_um2": 397.9,
        "drive_above_1_share_pct": 20.12,
        "final.fill_count": 490,
        "areaGrowthSynthToFinish_pct": 56.32,
        "final_cells": 231,
    },
    "status": {
        "run_status": "completed",
    },
    "final_timing": {
        "hold_viol": 0,
        "tightest_slew_ns": 0.5522,
        "grt_setup_unrepaired": "false",
        "achievable-frequency_ghz": 0.3312,
        "final_period_minus_worst_setup_slack_ns": 3.019,
        "timing.final.crit_share_pct": 97.40,
        "finalMaxSlewViolations": 0,
        "tns_ns": 0,
        "max-slew-margin-rel_pct": 63.07,
        "number_of_setup_violations_in_the_final_report": 0,
        "hold-worst-slack_ns": 0.7462,
    },
    "worst_hold_path": {
        "hold_path_class": "in -> async",
    },
}
cell usage in the layout, fill, tap and decap left out, types with 2 or more instances in the layout:
cell type | Yosys | final
sky130_fd_sc_hd__buf_4 | 57 | 18
sky130_fd_sc_hd__dfrtp_1 | 13 | 13
sky130_fd_sc_hd__nor4_2 | 1 | 2
sky130_fd_sc_hd__clkbuf_8 | 0 | 3
sky130_fd_sc_hd__nor2_1 | 3 | 2
sky130_fd_sc_hd__conb_1 | 2 | 42
sky130_fd_sc_hd__nor4_1 | 5 | 3
sky130_fd_sc_hd__nand2_1 | 6 | 4
sky130_fd_sc_hd__nand2_2 | 0 | 2
sky130_fd_sc_hd__inv_1 | 4 | 4
sky130_fd_sc_hd__nor3_1 | 3 | 2
sky130_fd_sc_hd__clkdlybuf4s50_1 | 0 | 46
sky130_fd_sc_hd__dlymetal6s2s_1 | 0 | 4
flip-flops by register name, summed over array words and instances (netlist names):
| register | cells |
|---|---|
| sdram_max_addr | 5 |
| cmos_h_pixel | 4 |
| cmos_v_pixel | 4 |
kinds of logic after synthesis:
kind of cell | share of synthesized area [%]
other | 0.7666
and+or+nand+nor | 16.09
AOI/OAI and AO/OA | 3.577
DFF | 33.21
buffers and inverters | 46.36
path summary, 6_finish.rpt:
| check | end | slack [ns] | cells after the start |
|---|---|---|---|
| max in group asynchronous | sdram_max_addr[16]$_DFF_PN0_ | 1.99 | 1 |
| worst min-delay path | cmos_v_pixel[4]$_DFF_PN0_ | 0.75 | 1 |
| min in group clk0 | cmos_v_pixel[3]$_DFF_PN0_ | 0.84 | 4 |
| worst max-delay path | total_h_pixel[11] | 0.08 | 5 |
Yosys cell counts, types with 2 or more instances:
cell | n | area [um2]
sky130_fd_sc_hd__dfrtp_1 | 13 | 325.3
sky130_fd_sc_hd__nand2_1 | 6 | 22.52
sky130_fd_sc_hd__inv_1 | 4 | 15.01
sky130_fd_sc_hd__nor3_1 | 3 | 15.01
sky130_fd_sc_hd__conb_1 | 2 | 7.510
sky130_fd_sc_hd__buf_4 | 57 | 427.9
sky130_fd_sc_hd__nor2_1 | 3 | 11.26
sky130_fd_sc_hd__nor4_1 | 5 | 31.28
sky130_fd_sc_hd__and2_1 | 2 | 12.51
metrics by stage:
stage	total power, uW	area (um2)	setup WS (ns)	utilization [%]
2_1_floorplan	217.6	1130	0.7124	-
3_3_place_gp	225.1	1408	-0.04367	29.80
3_5_place_dp	225.0	1408	-0.06411	29.80
4_1_cts	371.4	1474	0.01068	31.21
5_1_grt	390.4	1531	0.01460	32.42
6_report	366.2	1531	0.08060	32.42
power by group through the flow:
| stage | Clock, uW | Combinational (uW) | Sequential [uW] |
|---|---|---|---|
| finish | 141 | 54.0 | 171 |
| CTS | 148 | 52.4 | 171 |
| global route | 158 | 62.0 | 171 |
per-layer routing:
layer	vias up	part of all wire [%]	global-route usage, %	routed length (um)
met1	309	47	7.550	1174
met2	56	43	8.838	1092
met4	0	0.83	0.9284	21
li1	363	-	-	-
met3	2	9.2	2.096	232
met5	-	0	0	0
repair_timing:
| action | 4_1_cts | 5_1_grt |
|---|---|---|
| pin swaps | 4 | 9 |
| gates resized | 6 | 11 |
| setup endpoints to repair | 3 | 9 |
| hold buffers | 0 | 0 |
| buffers inserted | 1 | 2 |
cell type report:
type | instances | area share, %
inverters | 4 | 0.9804
flip-flops and latches | 13 | 21.24
multi-input cells | 73 | 25.98
well taps | 67 | 5.474
clock buffers | 4 | 2.941
repair buffers | 70 | 43.38
Power figures rest on the tool's default switching activity, not on a simulated workload.
